==> flow/run.sh <==
#!/bin/bash
# OpenROAD 26Q1-2900-gdf79404cd8, Yosys 0.63+post, stock flow scripts
make -C /OpenROAD-flow-scripts/flow DESIGN_CONFIG=/design/flow/config.mk WORK_HOME=/design/flow/orfs finish
==> flow/config.mk <==
export PLATFORM = sky130hd
export DESIGN_NAME = k580vi53
export DESIGN_NICKNAME = k580vi53
export VERILOG_FILES = /design/flow/design.v
export SDC_FILE = /design/flow/constraint.sdc
export NUM_CORES = 4
export LEC_CHECK = 1
export CORE_UTILIZATION = 50
==> flow/constraint.sdc <==
current_design k580vi53

set clk_period 9.1
set clk_io_pct 0.2

create_clock -name clk0 -period $clk_period [get_ports {clk_sys}]

set non_clock_inputs [all_inputs -no_clocks]
set_input_delay [expr $clk_period * $clk_io_pct] -clock clk0 $non_clock_inputs
set_output_delay [expr $clk_period * $clk_io_pct] -clock clk0 [all_outputs]
==> flow/design.v <==
`default_nettype none
module k580vi53
(
	input        reset,
	input        clk_sys,
	input  [1:0] addr,
	input  [7:0] din,
	output [7:0] dout,
	input        wr,
	input        rd,
	input  [2:0] clk_timer,
	input  [2:0] gate,
	output [2:0] out,
	output [2:0] sound_active
);
wire	[7:0] dout0;
wire	[7:0]	dout1;
wire	[7:0]	dout2;
assign dout = (rd) ? dout0 & dout1 & dout2 : 8'hzz;
timer t0(reset, clk_sys, clk_timer[0], din, dout0, wr && (addr == 3) && (din[7:6] == 0), wr && (addr == 0), rd && (addr == 0), gate[0], out[0], sound_active[0]);
timer t1(reset, clk_sys, clk_timer[1], din, dout1, wr && (addr == 3) && (din[7:6] == 1), wr && (addr == 1), rd && (addr == 1), gate[1], out[1], sound_active[1]);
timer t2(reset, clk_sys, clk_timer[2], din, dout2, wr && (addr == 3) && (din[7:6] == 2), wr && (addr == 2), rd && (addr == 2), gate[2], out[2], sound_active[2]);
endmodule
module timer
(
	input        reset,
	input        clk_sys,
	input	       clk_timer,
	input	 [7:0] din,
	output [7:0] dout,
	input	       wr_cw,
	input	       wr,
	input	       rd,
	input	       gate,
	output reg   out,
	output reg   sound_active
);
reg  [7:0] q;
reg  [7:0] cw;
reg [15:0] counter;
reg [15:0] ld_count;
reg  [7:0] load;
reg        pause;
reg        stop1;
assign dout = q;
always @(posedge clk_sys) begin
	reg [15:0] l_counter;
	reg msbw, msbr;  
	reg latched;
	reg old_wr_cw, old_wr, old_rd;
	old_wr_cw <= wr_cw;
	old_wr <= wr;
	old_rd <= rd;
	if(!old_wr_cw && wr_cw) begin
		msbw <=0;
		msbr <=0;
		if(!din[5:4]) begin
			if(!latched) begin 
				latched <=1;
				l_counter <= counter;
			end
		end else begin
			cw <= din;
			latched <=0;
			stop1 <=1;
			pause<=1;
		end
	end
	if(!old_wr && wr) begin
		case(cw[5:4]) 
			1: begin  
					ld_count[7:0]  <= check(din);
					ld_count[15:8] <= 0;
					stop1  <=0;
					load  <=load + 1'd1;
					pause <=0;
				end
			2: begin  
					ld_count[7:0]  <= 0;
					ld_count[15:8] <= check(din);
					stop1  <=0;
					load  <=load + 1'd1;
					pause <=0;
				end
			default: begin  
					if(msbw) ld_count[15:8] <= check(din);
						else  ld_count[7:0]  <= check(din);
					msbw  <= ~msbw;
					pause <= ~msbw;
					if(msbw) begin
						stop1  <=0;
						load  <=load + 1'd1;
					end
				end
		endcase
	end
	if(!old_rd && rd) begin
		casex({latched, msbr, cw[5:4]})
			4'b0X01: q <=counter[7:0];
			4'b0X10: q <=counter[15:8];
			4'b0011: q <=counter[7:0];
			4'b0111: q <=counter[15:8];
			4'b1X01: begin q <=l_counter[7:0];  latched <=0; end
			4'b1X10: begin q <=l_counter[15:8]; latched <=0; end
			4'b1011: q <=l_counter[7:0];
			4'b1111: begin q <=l_counter[15:8]; latched <=0; end
		endcase
		msbr <= ~msbr;
	end
	if(!rd || reset) q <= 255;
	if(reset) begin
		stop1 <=1;
		ld_count  <=0;
		cw <= 0;
	end
end
function [15:0] minus1;
	input [15:0] value;
	begin
		if(!cw[0]) minus1 = value-1'd1;
		else begin
			minus1 = value;
			if(!minus1[3:0]) begin
				minus1[3:0] = 9;
				if(!minus1[7:4]) begin
					minus1[7:4] = 9;
					if(!minus1[11:8]) begin
						minus1[11:8] = 9;
						if(!minus1[15:12]) begin
							minus1[15:12] = 9;
						end else minus1[15:12] = minus1[15:12]-1'd1;
					end else minus1[11:8] = minus1[11:8]-1'd1;
				end else minus1[7:4] = minus1[7:4]-1'd1;
			end else minus1[3:0] = minus1[3:0]-1'd1;
		end
	end
endfunction
function [7:0] check;
	input [7:0] value;
	begin
		if(!cw[0]) check = value;
		else begin
			check[3:0] = (value[3:0]>9) ? 4'd9 : value[3:0];
			check[7:4] = (value[7:4]>9) ? 4'd9 : value[7:4];
		end;
	end
endfunction
reg  stop2;
wire stop = stop1 | stop2;
always @(posedge clk_sys) begin
	reg  [7:0] old_load;
	reg        old_gate;
	reg start, count_en, m3state;
	reg  [7:0] stop_delay;
	reg        old_clk;
	old_clk <= clk_timer;
	if(old_clk & ~clk_timer) begin
		stop2 <= stop1;
		old_load <= load;
		old_gate <= gate;
		start <= stop;
		sound_active <= (!cw[3:1] || (cw[2:1] == 2'b11)) && !stop;
		casex(cw[3:1])
			3'b000: 	if(stop) begin out <=0; count_en <=0; end
						else begin
							if(start || (old_load != load)) begin
								counter <= ld_count;
								out <=0;
								count_en <=1;
							end else if(!pause && gate) begin
								counter <= minus1(counter);
								if(counter == 1) begin 
									out <=1;
									count_en <=0;
								end
							end
						end
			3'b001: 	if(stop) begin out <=1; count_en <=0; end
						else begin
							if(!old_gate & gate) begin
								counter <= ld_count;
								out <=0;
								count_en <=1;
							end else begin
								counter <= minus1(counter);
								if((counter == 1) && count_en) begin 
									out <=1;
									count_en <=0;
								end
							end
						end
			3'bX10: 	if(stop || !gate) out <=1;
						else begin
							if(start || (!old_gate & gate) || (counter <= 1)) begin
								counter <=ld_count;
								out <=1;
							end else begin
								counter <= minus1(counter);
								if(counter == 2) out <=0;
							end
						end
			3'bX11: 	if(stop || !gate) begin out <=1; m3state <=1; end
						else begin
							if(start || (!old_gate & gate) || (counter <= 2)) begin
								counter <=ld_count;
								out <= m3state;
								m3state <= ~m3state;
							end else begin 
								counter <= !counter[0] ? minus1(minus1(counter)) : out ? minus1(counter) : minus1(minus1(minus1(counter)));
							end
						end
			3'b100: 	if(stop) begin out <=1; count_en <=0; end
						else begin
							out <=1;
							if(start) begin 
								counter  <=ld_count;
								count_en <=1;
							end else if(gate) begin
								counter <= minus1(counter);
								if((counter == 1) && count_en) begin 
									out <=0;
									count_en <=0;
								end
							end
						end
			3'b101: 	if(stop) begin out <=1; count_en <=0; end
						else begin
							out <=1;
							if(!old_gate & gate) begin
								counter <=ld_count;
								out <=1;
								count_en <=1;
							end else begin
								counter <= minus1(counter);
								if((counter == 1) && count_en) begin 
									out <=0;
									count_en <=0;
								end
							end
						end
		endcase
	end
end
endmodule
==> run summary <==
run metrics: HP Class=reg2reg, postcts setup bufs=0, post_cts resized=0, clock buffer depth=3, routed vias=17510, reg2reg setup slack=3.64 ns, CP endpoint kind=flop, Die Span Y=198.1 microns, cell area after synthesis=19230 sq um, yosys stat area=19230 sq um, GR Util All Layers=0.3158, RSZ-0062 raised after global routing=false, crit start category=flop, FP Rows=71, layout cells sized above 1=0.07565, cts bufs inserted=34, Area after DPL=19830 sq um, status=completed, Reg2Reg Launch Point=t2.counter[0], Max Clock Freq=0.1832 GHz, PD cells=139.6 nW/um^2, tool warnings=46, total congestion overflow=0, Residual DRC=0, worst rel slew slack=0.3491, Worst-path clk slew=0.06 ns, DP Wirelength=42.24 mm, Die Wd=198.1 microns, WP data required=9.37 ns, area share, top type=0.2670, Slew Viols, Final=0, TritonRoute pass-1 iters=6, setup TNS=0 ns, main area contributors after synthesis=edfxtp_1, dfxtp_1, nor2_1, a21oi_1, nand2_1, antenna-violating nets left=0, Post-Syn Instances=2249, syn_area_per_cell=8.551 sq um, input/output buffers=33, Core Area=37760 sq um, final period utilization=0.5998, Hold-fix buffers, CTS=0, flops out of synthesis=282, post-synth cell types=105, Final Critical Period=5.458 ns, Area growth syn-to-layout=8.802%, Finished Layout Cells=2745, Sink Count=282, Worst-Margin Slew=0.9675 ns, Crit Path Max Fanout=34, # IOs=34, max-cap violation count=0, critical path class=reg2reg, post-route cell area=20930 sq um, floorplan core density=0.5094, Pleak=7.308 nW, Final WS setup=3.642 ns, hold path depth=0, Peak VDD IR=0.0001352 V, Dominant flop cell=edfxtp_1, drt via density=6.380, Routed WL=58.29 mm, hold endpoint=t2.stop2, Synth Seq Share=0.3825, Die Area=39250 sq um, Detailed Route Iter0 Violations=1863, ant diodes=0, R2R depth=13, Arr. time, crit path=5.73 ns, number of global-route vias before repair=16110, number of enable flip-flop cells=171, RePlAce Congestion=1.030, CTS tree=built, final setup skew=0.02636 ns, Async SR Flop Fraction=0, Hold Startpoint=t2.stop1, first-pass GRT wire length=92.13 mm, post-synth top area cell=edfxtp_1, FF-to-FF End=t2.counter[14], pre-CTS WS=3.816 ns, clock root cell=clkbuf_16, Final Hold Fails=0, H-tree levels=2, Ys Warns=2, Worst-Skew Late Latency=0.55 ns, largest net degree at the start of global routing=73, yosys stat cell total=2249, placed insts=2683, WL/cell=21.24 microns, final setup vio count=0, antenna violations before repair=0
[synthesized netlist by cell type, drive strengths merged, types with 27 or more instances]
| cell type | instances |
|---|---|
| nor2 | 221 |
| nand2 | 197 |
| edfxtp | 171 |
| a21oi | 161 |
| o21ai | 128 |
| clkbuf | 119 |
| dfxtp | 111 |
| nor3 | 98 |
| nand3 | 84 |
| inv | 74 |
| mux2i | 64 |
| xnor2 | 59 |
| xor2 | 41 |
| and3 | 40 |
| nand2b | 39 |
| nor4 | 39 |
| a31oi | 37 |
| ha | 37 |
| o211ai | 37 |
| a221oi | 36 |
| nand4 | 33 |
| buf | 27 |
[layout make-up]
type                       count  area (sq um)
clock buffer                  49         973.4
clock inverter                13         120.1
fill                        3431         16830
inverter                      76         285.3
multi-input combinational   1745         10950
sequential                   282          7357
tap                          511         639.4
timing repair buffer          69         595.6
[through the flow]
| step | utilization | total power [mW] | hold WS (ns) |
|---|---|---|---|
| after global placement | 0.5253 | 1.613 | 0.4485 |
| after floorplan | - | 1.555 | 0.4244 |
| after detailed placement | 0.5253 | 1.615 | 0.4619 |
| after CTS | 0.5542 | 2.945 | 0.4713 |
| after global routing | 0.5542 | 3.014 | 0.4810 |
| final | 0.5542 | 2.921 | 0.4629 |
[layer usage]
metal,wire [microns],up-vias,global-route usage
li1,-,8406,-
met1,26880,8281,0.5161
met2,24820,718,0.4444
met3,4931,107,0.06579
met4,1665,0,0.08125
met5,0,-,0
[report_power, final]
part / leakage [nW] / switching [mW] / internal (mW)
Sequential: 2.46 / 0.0409 / 1.38
Clock: 0.535 / 0.569 / 0.761
Combinational: 4.31 / 0.100 / 0.0712
Total: 7.31 / 0.710 / 2.21
[kinds of logic (layout without fill, tap and decap cells)]
group | after synthesis | after routing | synth area share
AND/OR/NAND/NOR | 912 | 912 | 0.2409
AND-OR/OR-AND | 613 | 613 | 0.2124
flip-flops | 282 | 282 | 0.3825
buffers and inverters | 222 | 207 | 0.04944
XOR/XNOR | 100 | 100 | 0.04554
multiplexers | 83 | 83 | 0.04508
adder cells (fa/ha/maj) | 37 | 37 | 0.02407
[worst max-delay path by stage]
stage,slack (ns),endpoint,startpoint
after global routing,3.38,t2.counter[14],t2.counter[0]
after CTS,3.77,t2.counter[14],t2.counter[0]
final,3.64,t2.counter[14],t2.counter[0]
[critical path, cell delays in order (launching register included)]
cell      delay, ns
edfxtp_1       0.35
buf_4          0.26
inv_1          0.26
ha_1           0.58
nor3b_1        0.68
a21oi_1        0.18
a31o_2         0.29
or4_4          0.58
o31ai_1        0.37
mux2_2         0.44
nand2b_2       0.24
nor3_2         0.31
a211oi_1       0.12
or4_1          0.51
[layout by cell type (no fill, tap or decap), types with 14 or more instances in the layout]
cell             count
a211oi_1            23
a21oi_1            159
a221oi_1            34
a22oi_1             18
a31oi_1             36
and2_1              18
and3_1              40
buf_4               36
clkbuf_16           36
clkdlybuf4s50_1     32
dfxtp_1            111
edfxtp_1           171
ha_1                37
inv_1               74
mux2_2              18
mux2i_1             63
nand2_1            197
nand2b_1            38
nand3_1             84
nand4_1             33
nor2_1             221
nor2b_1             20
nor3_1              91
nor3b_1             22
nor4_1              35
o211ai_1            37
o21ai_0            119
o22ai_1             14
o31ai_1             18
or2_2               19
or3_1               21
xnor2_1             59
xor2_1              41
Power figures rest on the tool's default switching activity, not on a simulated workload.
